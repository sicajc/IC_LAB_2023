$ cat flow/config.mk
export PLATFORM = sky130hd
export DESIGN_NAME = wptr_full
export DESIGN_NICKNAME = wptr_full
export VERILOG_FILES = /design/flow/design.v
export SDC_FILE = /design/flow/constraint.sdc
export NUM_CORES = 4
export LEC_CHECK = 1
export CORE_AREA = 10 10 70 70
export DIE_AREA = 0 0 80 80
$ cat flow/constraint.sdc
current_design wptr_full

set clk_period 2.6
set clk_io_pct 0.2

create_clock -name clk0 -period $clk_period [get_ports {wclk}]

set non_clock_inputs [all_inputs -no_clocks]
set_input_delay [expr $clk_period * $clk_io_pct] -clock clk0 $non_clock_inputs
set_output_delay [expr $clk_period * $clk_io_pct] -clock clk0 [all_outputs]
$ cat flow/design.v
package usertype;
typedef enum logic  [3:0] { No_action  = 4'd0 ,
                            Seed       = 4'd1 ,
							Water      = 4'd3 ,
						    Reap       = 4'd2 ,
							Steal      = 4'd4 ,
							Check_dep  = 4'd8
							}  Action ;
typedef enum logic  [3:0] { No_Err       = 4'd0 ,
                            Is_Empty     = 4'd1 ,
							Not_Empty    = 4'd2 ,
							Has_Grown    = 4'd3 ,
						    Not_Grown    = 4'd4
							}  Error_Msg ;
typedef enum logic  [3:0] { No_cat		 = 4'd0 ,
							Potato	     = 4'd1 ,
                            Corn	     = 4'd2 ,
							Tomato       = 4'd4 ,
						    Wheat        = 4'd8
							}  Crop_cat ;
typedef enum logic  [3:0] { No_sta       = 4'd1 ,
							Zer_sta      = 4'd2 ,
							Fst_sta	     = 4'd4 ,
                            Snd_sta	     = 4'd8
							}  Crop_sta ;
typedef logic [7:0]  Land;
typedef logic [15:0] Water_amnt;
typedef struct packed {
	Land  land_id, land_status;
	Water_amnt water_amnt;
} Land_Info;
typedef union packed{
    Action       [3:0] d_act;
	Land         [1:0] d_id;
	Crop_cat     [3:0] d_cat;
	Water_amnt         d_amnt;
} DATA;
parameter MODE_READ  = 1'b1 ;
parameter MODE_WRITE = 1'b0 ;
typedef enum logic  [2:0] { S_GET_DEPOSIT = 3'd0,
							S_IDLE		= 3'd1,
							S_SAVE_LAND	= 3'd2,
							S_GET_LAND	= 3'd3,
							S_EXE1		= 3'd4,
							S_EXE2		= 3'd5,
							S_OUTPUT	= 3'd6
							}  Farm_sta ;
endpackage
import usertype::*;  
module wptr_full #(parameter ASIZE = 4)(
	wq2_rptr,
	wclk,
	rst_n,
	winc,
	wptr,
	waddr,
	wfull
);
input [ASIZE:0] wq2_rptr;
input wclk, winc, rst_n;
output reg [ASIZE:0] wptr;
output [ASIZE-1:0] waddr;
output reg wfull;
reg [ASIZE:0] wbin;
wire [ASIZE:0] wgraynext, wbinnext;
always @(posedge wclk or negedge rst_n)begin
	if(!rst_n)
		{wbin, wptr} <= 0;
	else
		{wbin, wptr} <= {wbinnext, wgraynext};
end
assign waddr = wbin[ASIZE-1:0];
assign wbinnext = wbin + (winc & ~wfull);
assign wgraynext = (wbinnext>>1) ^ wbinnext;
wire wfull_val;
assign wfull_val = (wgraynext=={~wq2_rptr[ASIZE:ASIZE-1],wq2_rptr[ASIZE-2:0]});
always @(posedge wclk or negedge rst_n)begin
	if(!rst_n)
		wfull <= 1'b0;
	else
		wfull <= wfull_val;
end
endmodule
$ cat flow/run.sh
#!/bin/bash
# OpenROAD 26Q1-2900-gdf79404cd8, Yosys 0.63+post, stock flow scripts
make -C /OpenROAD-flow-scripts/flow DESIGN_CONFIG=/design/flow/config.mk WORK_HOME=/design/flow/orfs finish
==> impl_metrics.csv <==
group,metric,value,unit
logic_synthesis,ys_cells,43,
run_status,status,"completed",
die,die_h,80,um
timing,fin_crit_sh,95.2,%
cells_and_area,lay_top_cells,"clkdlybuf4s50_1 (17), dfrtp_1 (10), xor2_1 (6)",
die,num_rows,21,
place,dpl.hpwl,1040,um
critical_path,cp.required,2.78,ns
timing,fin_ws,0.125,ns
grt,grt_pass1_wl,2000,um
critical_path,crit_path_start_kind,"input port",
die,die_w,80,um
cts,cts_buffer_depth,2,
critical_path,path_cells,"clkdlybuf4s50_1 > nor2b_1 > ha_1 > ha_2 > and4b_1 > o21a_1 > or3_1 > a211o_1 > a21oi_2",
die,dieArea,6400,um^2
cells_and_area,num-fill-cells,380,
route,ant_nets,0,
grt,grt_max_degree,11,
cells_and_area,final_cells,114,
power,p_leak,0.000317,uW
run,tool_warnings,25,
cts,htreeDepth,1,
power,p_sw,306,uW
critical_path,reg2reg_setup_slack,0.49,ns
route,drc,0,
logic_synthesis,syn-cell-area,503,um^2
cts,cts_tree,"built",
critical_path,slowest_delay,0.45,ns
timing,relSlewSlack,71.4,%
route,wl_met3,159,um
critical_path,cp.arrival,2.66,ns
cts,worst_skew_pair.late_latency,0.25,ns
timing,final_hold_viol_count,0,
critical_path,cp.buffers_inverters,1,
route,wl_met2,543,um
power,p_clk_share,10.4,%
logic_synthesis,synth_flops,10,
cells_and_area,area_growth,57.7,%
power,power_per_cell_area,1170,nW/um^2
route,n_antenna_cell,0,
die,core_area,3420,um^2
logic_synthesis,synthCells,43,
place,io_buffers,17,
timing,fin_crit,2.47,ns
cells_and_area,final_util,23.2,%
route,vias,390,
critical_path,end_kind,"flip-flop",
timing,hold_ws,0.570,ns
place,place_ws,-0.142,ns
logic_synthesis,synth-edff-count,0,
grt,antenna_found_initial,0,
critical_path,path_max_fanout,4,
place,post-place-cells,111,
cts,clk_pin_slew,0.06,ns
timing,max_slew.worst_pin.slew,0.428,ns
timing,setup_tns,0,ns
timing,drv_slew,0,
cts,clock_sinks,10,
timing,setup_viol,0,
route,top_layer,"met3",
logic_synthesis,postSynthSeqShare,49.8,%
route,drt_pass1_iterations,3,
die,fp_util,14.7,%
logic_synthesis,synth-main-ff-cell,"dfrtp_1",
logic_synthesis,syn-mean-instance-area,11.7,um^2
route,wire_per_inst,10.5,um
cts,cts_root_buf,"clkbuf_4",
timing,rsz0062_at_grt,"false",
cts,cts_buffers,3,
power,p_sw_share,32.9,%
grt,overflow,0,
logic_synthesis,ys_types,22,
power,ir_worst_vdd,0.214,mV
critical_path,cp_top_family,"simple AND/OR/NAND/NOR gates",
route,via_per_inst,3.42,
power,seq_power_share,32.4,%
grt,grt_usage,3.97,%
route,wl,1200,um
cells_and_area,layout_top_cell,"clkdlybuf4s50_1",
cts,cts_setup_buffers,0,
die,ios,18,
grt,first_global_vias,437,
power,pwr-share-comb,57.2,%
power,intPower,623,uW
logic_synthesis,synth-area-yosys,503,um^2
cells_and_area,drive_gt1_share,16.2,%
logic_synthesis,synth_warnings,1,
critical_path,crit_slowest_cell,"clkdlybuf4s50_1",
run,max-cap-violations,0,
timing,clock_skew,0.00427,ns
timing,fmax,404,MHz
route,wl_met1,497,um
logic_synthesis,async_reset_ff_share,100,%
critical_path,path_class,"input port to flip-flop",
place,routabilityCongestion,0.774,
route,drt_iter0_drc,13,
worst_hold_path,hold_class,"input port to async pin",
[power groups by stage]
stage	clock [uW]	sequential [uW]	combinational (uW)
4_1_cts	101	303	543
5_1_grt	108	316	597
6_report	96.6	301	531
[synth_stat cells, types with 2 or more instances]
master / instances / area share, %
a21boi_0: 2 / 3.0
xnor2_1: 4 / 7.0
xor2_1: 6 / 10
nand3_1: 2 / 2.0
nand3b_1: 2 / 3.0
ha_1: 2 / 5.0
dfrtp_1: 10 / 50
[worst register-to-register path, cell delays in order, from the launching register on]
cell	delay (ns)
dfrtp_1	0.37
nor2b_1	0.14
ha_1	0.21
ha_2	0.21
and4b_1	0.19
o21a_1	0.17
or3_1	0.32
a211o_1	0.31
a21oi_2	0.12
[path summary, 6_finish.rpt]
kind                            startpoint       to  cells past startpoint
min in group clk0                  wptr[4]  wptr[4]                      1
worst max-delay path                  winc    wfull                      9
max in group asynchronous            rst_n  wptr[0]                      1
worst min-delay path                 rst_n  wbin[2]                      1
worst max register to register       wfull    wfull                      8
worst min register to register     wptr[4]  wptr[4]                      1
[per-stage QoR]
stage               instance area, um^2  power, uW
floorplan                           503        549
global placement                    768        832
detailed placement                  768        845
CTS                                 791        947
global route                        793       1020
finish                              793        928
[state kept, by name, indices dropped and copies added, names as in the netlist]
| name | flops |
|---|---|
| wbin | 4 |
| wfull | 1 |
| wptr | 5 |
[what timing repair did]
action,in CTS,in global routing
setup endpoints to repair,0,1
hold buffers,0,0
gates resized,0,1
hold endpoints to repair,0,0
[kinds of logic after synthesis]
family | synth area share (%)
adder cells (fa/ha/maj) | 4.97
AND/OR/NAND/NOR | 13.9
AND-OR/OR-AND | 11.2
buffers and inverters | 0.746
flip-flops | 49.8
XOR/XNOR | 17.4
multiplexers | 1.99
[area by class of cell]
type | instances | area [um^2] | share of cell area, %
Multi-Input combinational cell | 32 | 251 | 31.7
Timing Repair Buffer | 22 | 208 | 26.2
Inverter | 1 | 3.75 | 0.473
Sequential cell | 10 | 250 | 31.5
Clock buffer | 3 | 22.5 | 2.84
Tap cell | 46 | 57.6 | 7.26
[layer usage]
layer | GRT usage [%] | vias to the layer above
met2 | 6.42 | 13
met4 | 0.352 | 0
met3 | 2.95 | 0
li1 | - | 202
met5 | 0 | -
met1 | 4.21 | 175
Power is estimated from default activity; no workload was simulated.
