[run.sh]
#!/bin/bash
# OpenROAD 26Q1-2900-gdf79404cd8, Yosys 0.63+post, stock flow scripts
make -C /OpenROAD-flow-scripts/flow DESIGN_CONFIG=/design/flow/config.mk WORK_HOME=/design/flow/orfs finish
[config.mk]
export PLATFORM = sky130hd
export DESIGN_NAME = rptr_empty
export DESIGN_NICKNAME = rptr_empty
export VERILOG_FILES = /design/flow/design.v
export SDC_FILE = /design/flow/constraint.sdc
export NUM_CORES = 4
export LEC_CHECK = 1
export CORE_AREA = 10 10 70 70
export DIE_AREA = 0 0 80 80
[constraint.sdc]
current_design rptr_empty

set clk_period 2.2
set clk_io_pct 0.2

create_clock -name clk0 -period $clk_period [get_ports {rclk}]

set non_clock_inputs [all_inputs -no_clocks]
set_input_delay [expr $clk_period * $clk_io_pct] -clock clk0 $non_clock_inputs
set_output_delay [expr $clk_period * $clk_io_pct] -clock clk0 [all_outputs]
[design.v]
package usertype;
typedef enum logic  [3:0] { No_action  = 4'd0 ,
                            Seed       = 4'd1 ,
							Water      = 4'd3 ,
						    Reap       = 4'd2 ,
							Steal      = 4'd4 ,
							Check_dep  = 4'd8
							}  Action ;
typedef enum logic  [3:0] { No_Err       = 4'd0 ,
                            Is_Empty     = 4'd1 ,
							Not_Empty    = 4'd2 ,
							Has_Grown    = 4'd3 ,
						    Not_Grown    = 4'd4
							}  Error_Msg ;
typedef enum logic  [3:0] { No_cat		 = 4'd0 ,
							Potato	     = 4'd1 ,
                            Corn	     = 4'd2 ,
							Tomato       = 4'd4 ,
						    Wheat        = 4'd8
							}  Crop_cat ;
typedef enum logic  [3:0] { No_sta       = 4'd1 ,
							Zer_sta      = 4'd2 ,
							Fst_sta	     = 4'd4 ,
                            Snd_sta	     = 4'd8
							}  Crop_sta ;
typedef logic [7:0]  Land;
typedef logic [15:0] Water_amnt;
typedef struct packed {
	Land  land_id, land_status;
	Water_amnt water_amnt;
} Land_Info;
typedef union packed{
    Action       [3:0] d_act;
	Land         [1:0] d_id;
	Crop_cat     [3:0] d_cat;
	Water_amnt         d_amnt;
} DATA;
parameter MODE_READ  = 1'b1 ;
parameter MODE_WRITE = 1'b0 ;
typedef enum logic  [2:0] { S_GET_DEPOSIT = 3'd0,
							S_IDLE		= 3'd1,
							S_SAVE_LAND	= 3'd2,
							S_GET_LAND	= 3'd3,
							S_EXE1		= 3'd4,
							S_EXE2		= 3'd5,
							S_OUTPUT	= 3'd6
							}  Farm_sta ;
endpackage
import usertype::*;  
module rptr_empty #(parameter ASIZE = 4)(
	rq2_wptr,
	rclk,
	rst_n,
	rinc,
	rptr,
	raddr,
	rempty
);
input [ASIZE:0] rq2_wptr;
input rclk, rinc, rst_n;
output reg [ASIZE:0] rptr;
output [ASIZE-1:0] raddr;
output reg rempty;
reg [ASIZE:0] rbin;
wire [ASIZE:0] rgraynext, rbinnext;
always @(posedge rclk or negedge rst_n)begin
	if(!rst_n)
		{rbin, rptr} <= 0;
	else
		{rbin, rptr} <= {rbinnext, rgraynext};
end
assign raddr = rbin[ASIZE-1:0];
assign rbinnext = rbin + (rinc & ~rempty);
assign rgraynext = (rbinnext>>1) ^ rbinnext;
wire rempty_val;
assign rempty_val = (rgraynext == rq2_wptr);
always @(posedge rclk or negedge rst_n)begin
	if(!rst_n)
		rempty <= 1'b1;
	else
		rempty <= rempty_val;
end
endmodule
==> run summary <==
yosys + openroad results -> Power Total 0.00122 W, post-detailed-route DRC marker count 0, setup fix buffers added after clock tree synthesis 0, library cell with the largest summed area after synthesis sky130_fd_sc_hd__dfrtp_1, clock transition at the register clock pins on the worst setup and hold paths after CTS 0.07 ns, fraction of layout instances using a drive strength above 1 17.9%, die height 80 um, Post-synth ARST share 100%, Routability Congestion 0.726, largest fanout of any net on the critical path 4, count of clock tree sinks 10, via total after detailed routing 391, remaining global-route overflow 0, clock tree from TritonCTS done, cell total in the yosys stat output 45, post-cts gate resize count 0, Setup crit end kind flip-flop, slew margin rel. 70.5%, run status complete, no violations, biggest area cells sky130_fd_sc_hd__dfrtp_1 (40%), sky130_fd_sc_hd__xnor2_1 (11%), sky130_fd_sc_hd__xnor3_1 (8.1%), sky130_fd_sc_hd__xor2_1 (7.9%), sky130_fd_sc_hd__dfstp_2 (4.7%), endpoints failing hold 0, Final setup violation count 0, post-route fraction of the period consumed by the critical path 90.4%, Power per Cell Area 1470 nW/um2, aggregate routed wire length 1120 um, summed standard-cell area reported by yosys 557 um2, Reg-to-Reg Start rempty$_DFF_PN1_, area fraction of the dominant cell type after synthesis 40.4%, Dominant Register Cell sky130_fd_sc_hd__dfrtp_1, Top-Level Pins 18, final cell area excluding filler cells 827 um2, Post-synth EDFFs 0, routed length per placed instance 9.93 um, first-pass GRT wire length 1930 um, class of the worst hold path input port to async pin, Critical Setup Path Class input port to flip-flop, area of the die 6400 um2, worst setup path startpoint rinc, slew at the pin with the worst max-slew slack 0.441 ns, clock root buffer sky130_fd_sc_hd__clkbuf_4, data required time at the worst endpoint 2.40 ns, most used standard cells in the synthesized netlist sky130_fd_sc_hd__dfrtp_1 (9), sky130_fd_sc_hd__xnor2_1 (7), sky130_fd_sc_hd__xor2_1 (5), Register-to-Register Setup Slack 0.34 ns, Latency at later pin 0.27 ns, Ant. Diodes 0, antenna violations before repair 0, Max H-tree Level 1, ratio of routed vias to standard cells 3.46, Final ANT Viol Nets 0, number of maximum-capacitance violations 0, share of the yosys chip area belonging to registers 45.2%, core region area 3420 um2, placement-stage cell area 791 um2, pre-placement core utilization 16.3%, flop and latch count out of synthesis 10, number of instances in the synthesized netlist 45, number of buffers inserted by hold repair at cts 0, unrepaired setup endpoints after global routing no, Clock Skew 0.00342 ns, total of buffers placed on input and output ports 17, final critical path time including I/O delays and setup 1.99 ns, via count of the first global-routing pass 416, highest clock rate 0.503 GHz, number of distinct library cells after synthesis 21, Post-Syn Area 557 um2, maximum buffer depth of the clock tree 2, Ys Warns 1, Rows 21, number of design-rule violations left by the first detailed-router iteration 8, Area Overhead vs Synth 48.5%, worst IR drop on VDD 0.000404 V, number of iterations in the first detailed-routing pass 2, count of warning messages emitted by the tools 25, die boundary width 80 um, filler instances 370, reg2reg end rempty$_DFF_PN1_, syn_area_per_cell 12.4 um2, maximum number of pins on one net before global-route repair 11, number of slew-limit violations in the final report 0, leading cell type by number of instances after synthesis sky130_fd_sc_hd__dfrtp_1, CTS Buf Count 3, Leak Pwr 0.352 nW, type of element launching the critical path input port, r2r worst-path depth 7, arrival time at the worst endpoint 2.19 ns, Overall Global Routing Usage 3.88%
==> power by group <==
group	internal, W	leakage [nW]	switching, W
logic	0.000435	0.215	0.000250
clock network	0.000101	0.0210	0.0000638
registers	0.000286	0.116	0.0000834
total	0.000822	0.352	0.000397
==> final cells by class <==
type / count / area [um2] / share of cell area [%]
tap: 46 / 57.6 / 6.96
inverter: 2 / 7.51 / 0.908
multi-input combinational: 31 / 282 / 34.0
clock buffer: 4 / 36.3 / 4.39
timing repair buffer: 20 / 193 / 23.3
sequential: 10 / 251 / 30.4
==> worst max path at each step <==
stage / slack [ns] / cells past startpoint / to
after CTS: 0.19 / 8 / rempty$_DFF_PN1_
final: 0.21 / 8 / rempty$_DFF_PN1_
after global routing: 0.10 / 9 / rempty$_DFF_PN1_
==> worst max-delay path: stages <==
cell and delay, ns:
sky130_fd_sc_hd__clkdlybuf4s50_1 0.44, sky130_fd_sc_hd__nor2b_1 0.14, sky130_fd_sc_hd__ha_1 0.19, sky130_fd_sc_hd__ha_1 0.23
sky130_fd_sc_hd__xnor3_1 0.35, sky130_fd_sc_hd__nor3_2 0.19, sky130_fd_sc_hd__o211ai_2 0.11, sky130_fd_sc_hd__a21oi_2 0.11
==> cell families after synthesis <==
kind of cell / share of synthesized area, %
flip-flops: 45.2
AND-OR/OR-AND: 8.76
buffers and inverters: 4.27
AND/OR/NAND/NOR: 10.3
adder cells (fa/ha/maj): 4.49
XOR/XNOR: 27.0
==> layer usage <==
layer / global-route usage [%] / vias to the layer above / routed length [um]
met3: 3.41 / 2 / 160
met5: 0 / - / 0
met4: 0.352 / 0 / 6
met2: 5.38 / 16 / 450
li1: - / 195 / -
met1: 4.57 / 178 / 504
==> per-stage QoR <==
stage	util (%)	worst slack (ns)	cells	setup TNS (ns)	hold slack, ns
6_report	24.2	0.210	113	0	0.482
5_1_grt	24.2	0.104	113	0	0.510
4_1_cts	24.2	0.194	113	0	0.498
3_5_place_dp	23.2	-0.0846	109	-0.106	0.577
3_3_place_gp	23.2	-0.0768	109	-0.0954	0.580
2_1_floorplan	-	0.340	45	0	0.144
==> cells in the final DEF (no fill, tap or decap), drive strengths merged <==
cell type	Yosys	final
a21boi	1	1
a21o	1	1
a21oi	1	1
a2bb2oi	1	1
and2	1	1
and3	1	1
buf	2	3
clkbuf	0	4
clkdlybuf4s50	0	17
dfrtp	9	9
dfstp	1	1
ha	2	2
inv	2	2
nand2	2	2
nand2b	1	1
nand3	3	3
nor2b	1	1
nor3	1	1
o211ai	1	1
xnor2	7	7
xnor3	2	2
xor2	5	5
==> flip-flops by register name, summed over array words and instances, names as in the netlist <==
| name | count |
|---|---|
| rptr | 5 |
| rbin | 4 |
| rempty | 1 |
Power and IR drop assume default switching activity.
