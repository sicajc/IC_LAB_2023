[flow/design.v]
package usertype;
typedef enum logic  [3:0] { No_action  = 4'd0 ,
                            Seed       = 4'd1 ,
							Water      = 4'd3 ,
						    Reap       = 4'd2 ,
							Steal      = 4'd4 ,
							Check_dep  = 4'd8
							}  Action ;
typedef enum logic  [3:0] { No_Err       = 4'd0 ,
                            Is_Empty     = 4'd1 ,
							Not_Empty    = 4'd2 ,
							Has_Grown    = 4'd3 ,
						    Not_Grown    = 4'd4
							}  Error_Msg ;
typedef enum logic  [3:0] { No_cat		 = 4'd0 ,
							Potato	     = 4'd1 ,
                            Corn	     = 4'd2 ,
							Tomato       = 4'd4 ,
						    Wheat        = 4'd8
							}  Crop_cat ;
typedef enum logic  [3:0] { No_sta       = 4'd1 ,
							Zer_sta      = 4'd2 ,
							Fst_sta	     = 4'd4 ,
                            Snd_sta	     = 4'd8
							}  Crop_sta ;
typedef logic [7:0]  Land;
typedef logic [15:0] Water_amnt;
typedef struct packed {
	Land  land_id, land_status;
	Water_amnt water_amnt;
} Land_Info;
typedef union packed{
    Action       [3:0] d_act;
	Land         [1:0] d_id;
	Crop_cat     [3:0] d_cat;
	Water_amnt         d_amnt;
} DATA;
parameter MODE_READ  = 1'b1 ;
parameter MODE_WRITE = 1'b0 ;
typedef enum logic  [2:0] { S_GET_DEPOSIT = 3'd0,
							S_IDLE		= 3'd1,
							S_SAVE_LAND	= 3'd2,
							S_GET_LAND	= 3'd3,
							S_EXE1		= 3'd4,
							S_EXE2		= 3'd5,
							S_OUTPUT	= 3'd6
							}  Farm_sta ;
endpackage
import usertype::*;  
module SMC(
           mode,
           W_0, V_GS_0, V_DS_0,
           W_1, V_GS_1, V_DS_1,
           W_2, V_GS_2, V_DS_2,
           W_3, V_GS_3, V_DS_3,
           W_4, V_GS_4, V_DS_4,
           W_5, V_GS_5, V_DS_5,
           out_n
       );
input [2:0] W_0, V_GS_0, V_DS_0;
input [2:0] W_1, V_GS_1, V_DS_1;
input [2:0] W_2, V_GS_2, V_DS_2;
input [2:0] W_3, V_GS_3, V_DS_3;
input [2:0] W_4, V_GS_4, V_DS_4;
input [2:0] W_5, V_GS_5, V_DS_5;
input [1:0] mode;
output reg [7:0] out_n;
localparam DATA_WIDTH     = 3;
localparam NUM_OF_ELEMENT = 6;
localparam GM_ID_WIDTH    = 8;
integer idx;
reg[DATA_WIDTH-1:0] width_W[0:NUM_OF_ELEMENT-1];
reg[DATA_WIDTH-1:0] vgs[0:NUM_OF_ELEMENT-1];
reg[DATA_WIDTH-1:0] vds[0:NUM_OF_ELEMENT-1];
reg[GM_ID_WIDTH-1:0] gm_id_result[0:NUM_OF_ELEMENT-1];
always @(*)
begin:INPUTS_ARRAY
    width_W[0] = W_0;
    width_W[1] = W_1;
    width_W[2] = W_2;
    width_W[3] = W_3;
    width_W[4] = W_4;
    width_W[5] = W_5;
    vgs[0] =    V_GS_0;
    vgs[1] =    V_GS_1;
    vgs[2] =    V_GS_2;
    vgs[3] =    V_GS_3;
    vgs[4] =    V_GS_4;
    vgs[5] =    V_GS_5;
    vds[0] =    V_DS_0;
    vds[1] =    V_DS_1;
    vds[2] =    V_DS_2;
    vds[3] =    V_DS_3;
    vds[4] =    V_DS_4;
    vds[5] =    V_DS_5;
end
localparam D_SUB_ONE       = 6;
localparam SORTERS_WIDTH   = 7;
localparam DIV_WIDTH       = 8;
reg[D_SUB_ONE-1        :0] D_sub_one[0:NUM_OF_ELEMENT-1];
reg[DIV_WIDTH-1        :0] div_result[0:NUM_OF_ELEMENT-1];
reg[DIV_WIDTH-1:0]         div_input[0:NUM_OF_ELEMENT-1];
localparam  MULT_IN_WIDTH     = 6;
localparam  MULT_RESULT_WIDTH = 8;
reg[MULT_IN_WIDTH-1:0]           mult1_one[0:NUM_OF_ELEMENT-1];
reg[MULT_IN_WIDTH-1:0]           mult2_one[0:NUM_OF_ELEMENT-1];
reg[MULT_RESULT_WIDTH-1:0]       mult_result_one[0:NUM_OF_ELEMENT-1];
reg[MULT_IN_WIDTH-1:0]           mult1_two[0:NUM_OF_ELEMENT-1];
reg[MULT_IN_WIDTH-1:0]           mult2_two[0:NUM_OF_ELEMENT-1];
reg[MULT_RESULT_WIDTH-1:0]       mult_result_two[0:NUM_OF_ELEMENT-1];
localparam SHIFTER_WIDTH       = 8;
localparam SHIFTER_IN_WIDTH    = 8;
reg[SHIFTER_IN_WIDTH-1:0]    shifter_in[0:NUM_OF_ELEMENT-1];
reg[SHIFTER_WIDTH-1:0] shifted_value[0:NUM_OF_ELEMENT-1];
always @(*)
begin  
    for(idx=0;idx<NUM_OF_ELEMENT;idx=idx+1)
    begin
        D_sub_one[idx] = vgs[idx] - 1;
        div_result[idx]= div_input[idx] / 3;
        mult_result_one[idx] = mult1_one[idx] * mult2_one[idx];
        mult_result_two[idx] = mult1_two[idx] * mult2_two[idx];
        shifted_value[idx] = 2 * shifter_in[idx];
        mult1_one[idx] = 0;
        mult2_one[idx] = 0;
        mult1_two[idx] = 0;
        mult2_two[idx] = 0;
        shifter_in[idx] = 0;
        div_input[idx]  = 1;
        if(D_sub_one[idx] > vds[idx])  
        begin
            if(mode[0])
            begin
                mult1_one[idx] = vds[idx];
                mult2_one[idx] = width_W[idx];
                shifter_in[idx] = vgs[idx];
                mult1_two[idx] = mult_result_one[idx];
                mult2_two[idx] = (shifted_value[idx] - vds[idx] - 2);
                div_input[idx] = mult_result_two[idx];
                gm_id_result[idx] = div_result[idx];
            end
            else
            begin
                mult1_one[idx] = width_W[idx];
                mult2_one[idx] = vds[idx];
                shifter_in[idx] = mult_result_one[idx];
                div_input[idx] = shifted_value[idx];
                gm_id_result[idx] = div_result[idx];
            end
        end
        else
        begin  
            if(mode[0])
            begin 
                mult1_one[idx] = width_W[idx];
                mult2_one[idx] = D_sub_one[idx];
                mult1_two[idx] = mult_result_one[idx];
                mult2_two[idx] = D_sub_one[idx];
                div_input[idx] = mult_result_two[idx];
                gm_id_result[idx] = div_result[idx];
            end
            else
            begin
                mult1_one[idx] = width_W[idx];
                mult2_one[idx] = D_sub_one[idx];
                shifter_in[idx] = mult_result_one[idx];
                div_input[idx] = shifted_value[idx];
                gm_id_result[idx] = div_result[idx];
            end
        end
    end
end
reg [SORTERS_WIDTH-1:0] stage_zero[0:NUM_OF_ELEMENT-1];
reg [SORTERS_WIDTH-1:0] stage_one[0:NUM_OF_ELEMENT-1];
reg [SORTERS_WIDTH-1:0] stage_two[0:NUM_OF_ELEMENT-1];
reg [SORTERS_WIDTH-1:0] stage_three[0:NUM_OF_ELEMENT-1];
reg [SORTERS_WIDTH-1:0] stage_four[0:NUM_OF_ELEMENT-1];
reg [SORTERS_WIDTH-1:0] stage_five[0:NUM_OF_ELEMENT-1];
reg [SORTERS_WIDTH-1:0] stage_six[0:NUM_OF_ELEMENT-1];
reg [SORTERS_WIDTH-1:0] stage_seven[0:NUM_OF_ELEMENT-1];
reg [SORTERS_WIDTH-1:0] sorted_results[0:NUM_OF_ELEMENT-1];
always @(*)
begin:BITONIC_SORT
    for(idx=0;idx<NUM_OF_ELEMENT;idx=idx+1)
    begin
        stage_zero[idx]   = gm_id_result[idx];
    end
    stage_zero[1] = (gm_id_result[1]>gm_id_result[5]) ? gm_id_result[1]:
              gm_id_result[5];
    stage_zero[5] = (gm_id_result[1]>gm_id_result[5]) ? gm_id_result[5]:
              gm_id_result[1];
    stage_zero[0] = (gm_id_result[0]>gm_id_result[4]) ? gm_id_result[0]:
              gm_id_result[4];
    stage_zero[4] = (gm_id_result[0]>gm_id_result[4]) ? gm_id_result[4]:
              gm_id_result[0];
    for(idx=0;idx<NUM_OF_ELEMENT;idx=idx+1)
    begin
        stage_one[idx]   = stage_zero[idx];
    end
    stage_one[3] = (stage_zero[3]>stage_zero[5]) ? stage_zero[3]:
             stage_zero[5];
    stage_one[5] = (stage_zero[3]>stage_zero[5]) ? stage_zero[5]:
             stage_zero[3];
    stage_one[2] = (stage_zero[2]>stage_zero[4]) ? stage_zero[2]:
             stage_zero[4];
    stage_one[4] = (stage_zero[2]>stage_zero[4]) ? stage_zero[4]:
             stage_zero[2];
    for(idx=0;idx<NUM_OF_ELEMENT;idx=idx+1)
    begin
        stage_two[idx]   = stage_one[idx];
    end
    stage_two[1] = (stage_one[1]>stage_one[3]) ? stage_one[1]:
             stage_one[3];
    stage_two[3] = (stage_one[1]>stage_one[3]) ? stage_one[3]:
             stage_one[1];
    stage_two[0] = (stage_one[0]>stage_one[2]) ? stage_one[0]:
             stage_one[2];
    stage_two[2] = (stage_one[0]>stage_one[2]) ? stage_one[2]:
             stage_one[0];
    for(idx=0;idx<NUM_OF_ELEMENT;idx=idx+1)
    begin
        stage_three[idx]   = stage_two[idx];
    end
    stage_three[0] = (stage_two[0]>stage_two[1]) ? stage_two[0]:
               stage_two[1];
    stage_three[1] = (stage_two[0]>stage_two[1]) ? stage_two[1]:
               stage_two[0];
    stage_three[2] = (stage_two[2]>stage_two[3]) ? stage_two[2]:
               stage_two[3];
    stage_three[3] = (stage_two[2]>stage_two[3]) ? stage_two[3]:
               stage_two[2];
    stage_three[4] = (stage_two[4]>stage_two[5]) ? stage_two[4]:
               stage_two[5];
    stage_three[5] = (stage_two[4]>stage_two[5]) ? stage_two[5]:
               stage_two[4];
    for(idx=0;idx<NUM_OF_ELEMENT;idx=idx+1)
    begin
        stage_four[idx]   = stage_three[idx];
    end
    stage_four[1] = (stage_three[1]>stage_three[4]) ? stage_three[1]:
              stage_three[4];
    stage_four[4] = (stage_three[1]>stage_three[4]) ? stage_three[4]:
              stage_three[1];
    for(idx=0;idx<NUM_OF_ELEMENT;idx=idx+1)
    begin
        stage_five[idx]   = stage_four[idx];
    end
    stage_five[1] = (stage_four[1]>stage_four[2]) ? stage_four[1]:
              stage_four[2];
    stage_five[2] = (stage_four[1]>stage_four[2]) ? stage_four[2]:
              stage_four[1];
    stage_five[3] = (stage_four[3]>stage_four[4]) ? stage_four[3]:
              stage_four[4];
    stage_five[4] = (stage_four[3]>stage_four[4]) ? stage_four[4]:
              stage_four[3];
    for(idx=0;idx<NUM_OF_ELEMENT;idx=idx+1)
    begin
        sorted_results[idx] = stage_five[idx];
    end
end
always @(*)
begin
    case(mode)
        2'b00:
        begin
            out_n = ((sorted_results[3]+sorted_results[4])+sorted_results[5])/3;
        end
        2'b01:
        begin
            out_n = ((((2 * sorted_results[3])+sorted_results[3]) + (4 * sorted_results[4]) +
                      (4 * sorted_results[5]) + sorted_results[5])/4)/3;
        end
        2'b10:
        begin
            out_n = (((sorted_results[0]+sorted_results[1])+sorted_results[2]))/3;
        end
        2'b11:
        begin
            out_n = ((((2 * sorted_results[0])+sorted_results[0]) + (4 * sorted_results[1]) +
                      (4 * sorted_results[2]) + sorted_results[2])/4)/3;
        end
        default:
        begin
            out_n = 0;
        end
    endcase
end
endmodule
[flow/run.sh]
#!/bin/bash
# OpenROAD 26Q1-2900-gdf79404cd8, Yosys 0.63+post, stock flow scripts
make -C /OpenROAD-flow-scripts/flow DESIGN_CONFIG=/design/flow/config.mk WORK_HOME=/design/flow/orfs finish
[flow/config.mk]
export PLATFORM = sky130hd
export DESIGN_NAME = SMC
export DESIGN_NICKNAME = SMC
export VERILOG_FILES = /design/flow/design.v
export SDC_FILE = /design/flow/constraint.sdc
export NUM_CORES = 4
export LEC_CHECK = 1
export CORE_UTILIZATION = 50
[flow/constraint.sdc]
current_design SMC

set clk_period 47.2
set clk_io_pct 0.2

create_clock -name clk0 -period $clk_period

set non_clock_inputs [all_inputs -no_clocks]
set_input_delay [expr $clk_period * $clk_io_pct] -clock clk0 $non_clock_inputs
set_output_delay [expr $clk_period * $clk_io_pct] -clock clk0 [all_outputs]
==> flow_metrics.tcl <==
# collected from the flow reports
set metrics [dict create \
    critPathTopFamily "adder cells" \
    setup_viol_count_final 0 \
    crit_path_end_kind "primary output" \
    fmax_mhz 21.7 \
    post_synth_num_cell_types 118 \
    syn_area_per_cell_um2 7.34 \
    synth_stat.cells 3094 \
    grt_overflow 0 \
    finalCriticalPeriod_ns 45.98 \
    core_um2 44500 \
    period_used_share 0.974 \
    port_buffers 64 \
    crit_path_max_fanout 13 \
    drive_above_1_share 0.172 \
    hold_viol 0 \
    cpMostUsedCell "ha_1" \
    grtUsageMet3 0.0425 \
    cp_num_buf_inv 19 \
    fin_hold_ws_ns 20.43 \
    netlist_top_cells_count "inv_1, nand2_1, ha_1" \
    hold_path_startpoint "mode[0]" \
    warning_count 49 \
    outcome "complete, no violations" \
    drc 0 \
    path_class "input port to primary output" \
    hold_depth 5 \
    top_area_frac 0.164 \
    xor_share 0.0510 \
    antenna_cells 0 \
    place_congestion 0.992 \
    worst_hold_path_type "input port to primary output" \
    simple_gate_share 0.214 \
    grt_pass1_vias 21921 \
    top_area_cell "ha_1" \
    antenna_found_initial 0 \
    die-area_um2 46200 \
    most_common_cell "inv_1" \
    ys_chip_area_um2 22700 \
    die_height_um 215 \
    cpMaxStageDelayCell "fa_1" \
    top_cells_by_area "ha_1, fa_1, inv_1, nand2_1, mux2i_1" \
    pin_count 64 \
    yosysWarnings 23 \
    yosysSeqAreaShare 0 \
    area_growth_pct 18.2 \
    synth_area_um2 22700 \
    aoi_share 0.266 \
    grt_max_degree 65 \
    drtIter0Drc 1611 \
    fillers 3867 \
    worstPathArrival_ns 36.54 \
    use_met2 0.456 \
    routed_via_density 5.92 \
    seqCellArea_um2 0 \
    clkbuf_count 0 \
    synth_cells 3094 \
    slew_violations 0 \
    die_width_um 215 \
    drtAntennaViolNets 0 \
    wl_per_cell_um 16.5 \
    vias 23222 \
    rows 77 \
    tightest_slew_ns 0.848 \
    ys_sh_adder 0.307 \
    cpPeakStageDelay_ns 0.57 \
    dpl.hpwl_um 53100 \
    initCoreUtil 0.510 \
    drtPass1Iterations 6 \
    max-cap-violations 0 \
    startpoint_type "input port" \
    ys_sh_mux 0.0815 \
    relSlewSlack 0.418 \
    worstPathRequired_ns 37.76 \
    grt_pass1_wl_um 108000 \
    ff_count 0 \
    top_usage_layer "met2" \
    drt_wl_total_um 64600 \
    hold_path_end "out_n[1]" \
    setup_tns_ns 0 \
    top_logic_kind "adder cells" \
    grt.total_usage 0.285 \
    grt_use_met1 0.428 \
]
==> placed cells by master (no fill, tap or decap), drive strengths merged, types with 14 or more instances in the layout <==
cell,n
fa,162
and2,45
a32o,17
or3,16
o21ai,185
nor4,20
buf,238
inv,356
a21oi,207
o21bai,23
xnor2,77
a221oi,14
nand2,334
xor2,43
and3,50
nor3,64
a21o,91
nor2b,35
conb,36
or2,20
a211oi,17
o31ai,18
o21a,23
a31oi,28
o22ai,19
clkdlybuf4s50,61
ha,297
nand3,77
mux2,48
a211o,17
nand4,26
mux2i,108
nand2b,27
nor2,245
o211ai,38
==> layer usage <==
layer  up-vias  routed length [um]
met5         -                   0
met4         0                 864
met1     10874               30600
met3        57                3650
met2       699               29500
li1      11592                   -
==> worst min-delay path, delay by kind of cell <==
kind                   cells  cell delay (ns)
buffers and inverters      3             1.06
AOI/OAI and AO/OA          1             0.09
muxes                      1             0.34
==> final cells by class <==
class	count	area [um^2]	area share
Multi-Input combinational cell	2666	22300	0.829
Inverter	361	1360	0.0506
Tap cell	592	741	0.0276
Timing Repair Buffer	302	2480	0.0923
==> what timing repair did <==
item | in CTS | in global routing
setup endpoints to repair | 2 | 6
hold buffers | 0 | 0
gates cloned | 0 | 2
resized | 37 | 225
buffers inserted | 7 | 51
pin swaps | 7 | 65
==> kinds of logic after synthesis <==
kind of cell	count (synthesis)
compound gates	875
xor+xnor	124
simple gates	1006
fa+ha+maj	461
mux	164
other cells	2
buf+inv	462
==> worst max path at each step <==
stage / start / end / depth (start not counted)
after CTS: V_GS_5[0] / out_n[0] / 136
after global routing: V_GS_5[0] / out_n[0] / 134
final: V_GS_5[0] / out_n[0] / 131
==> per-stage QoR <==
step                      instance area (um^2)  utilization  cells  setup WS (ns)
final                                    26800        0.603   3921           1.22
after global routing                     26800        0.603   3921         -0.331
after CTS                                25400        0.572   3868         0.0349
after detailed placement                 25300        0.567   3861         -0.789
after global placement                   25300        0.567   3861         -0.498
after floorplan                          23000            -   3128        0.00709
