===== design/flow/design.v =====
package usertype;
typedef enum logic  [3:0] { No_action  = 4'd0 ,
                            Seed       = 4'd1 ,
							Water      = 4'd3 ,
						    Reap       = 4'd2 ,
							Steal      = 4'd4 ,
							Check_dep  = 4'd8
							}  Action ;
typedef enum logic  [3:0] { No_Err       = 4'd0 ,
                            Is_Empty     = 4'd1 ,
							Not_Empty    = 4'd2 ,
							Has_Grown    = 4'd3 ,
						    Not_Grown    = 4'd4
							}  Error_Msg ;
typedef enum logic  [3:0] { No_cat		 = 4'd0 ,
							Potato	     = 4'd1 ,
                            Corn	     = 4'd2 ,
							Tomato       = 4'd4 ,
						    Wheat        = 4'd8
							}  Crop_cat ;
typedef enum logic  [3:0] { No_sta       = 4'd1 ,
							Zer_sta      = 4'd2 ,
							Fst_sta	     = 4'd4 ,
                            Snd_sta	     = 4'd8
							}  Crop_sta ;
typedef logic [7:0]  Land;
typedef logic [15:0] Water_amnt;
typedef struct packed {
	Land  land_id, land_status;
	Water_amnt water_amnt;
} Land_Info;
typedef union packed{
    Action       [3:0] d_act;
	Land         [1:0] d_id;
	Crop_cat     [3:0] d_cat;
	Water_amnt         d_amnt;
} DATA;
parameter MODE_READ  = 1'b1 ;
parameter MODE_WRITE = 1'b0 ;
typedef enum logic  [2:0] { S_GET_DEPOSIT = 3'd0,
							S_IDLE		= 3'd1,
							S_SAVE_LAND	= 3'd2,
							S_GET_LAND	= 3'd3,
							S_EXE1		= 3'd4,
							S_EXE2		= 3'd5,
							S_OUTPUT	= 3'd6
							}  Farm_sta ;
endpackage
import usertype::*;  
module CC(
           clk,
           rst_n,
           in_valid,
           mode,
           xi,
           yi,
           out_valid,
           xo,
           yo
       );
input               clk, rst_n, in_valid;
input       [1:0]   mode;
input       [7:0]   xi, yi;
output reg          out_valid;
output reg  [7:0]   xo, yo;
localparam  DIV_LENGTH   = 8;
localparam  DATA_WIDTH   = 8;
localparam  DIV_IN   = 18;
parameter   MULTS_INPUT = 9;
parameter   MULTS_OUT = 17;
localparam R_SQR_BITS = 13;
localparam D_SQR_BITS = 24;
localparam ABS_RESULT_BITS = 17;
localparam CROSS_ADD_BITS = 18;
localparam AB_SQR_BITS = 13;
reg[2:0] currentState, nextState;
localparam IDLE                     = 3'd0;
localparam RD_DATA                  = 3'd1;
localparam OUT_FIRST_POINT          = 3'd2;
localparam MODE0                    = 3'd3;
localparam MODE1                    = 3'd4;
localparam MODE2                    = 3'd5;
wire state_IDLE                      = currentState == IDLE;
wire state_RD_DATA                   = currentState == RD_DATA;
wire state_OUTPUT_FIRST_POINT        = currentState == OUT_FIRST_POINT;
wire state_MODE0                     = currentState == MODE0;
wire state_MODE1                     = currentState == MODE1;
wire state_MODE2                     = currentState == MODE2;
reg signed[DATA_WIDTH-1:0] a1,a2,b1,b2,c1,c2,d1,d2;
reg signed[5:0] a1_m1,a2_m1,b1_m1,b2_m1,c1_m1,c2_m1,d1_m1,d2_m1;
reg signed[DATA_WIDTH-1:0] xul,xur,xdl,xdr;
reg signed[DATA_WIDTH-1:0] xr,xl,xr_ff;
reg signed[DATA_WIDTH-1:0] yu,yd;
reg signed[DATA_WIDTH-1:0] x_ff[0:3];
reg signed[DATA_WIDTH-1:0] y_ff[0:3];
reg signed[7:0] x_ptr,y_ptr;
reg rd_data_done_d;
reg[1:0] mode1_result;
reg[DATA_WIDTH*2-1:0] mode2_result;
reg[1:0] mode_ff;
localparam MODE0_DIV_IN0 = 16;
localparam MODE0_DIV_IN1 = 8;
localparam MODE0_DIV_LENGTH = 8;
localparam MODE0_MULT0_IN0 = 9;
localparam MODE0_MULT0_IN1 = 9;
localparam MODE0_MULT0_LENGTH = 17;
localparam MODE1_MULT0_IN0 = 9;
localparam MODE1_MULT0_IN1 = 9;
localparam MODE1_MULT0_LENGTH = 17;
reg signed[MODE0_MULT0_IN0-1:0]   mode0_mult0_in0;
reg signed[MODE0_MULT0_IN1-1:0]   mode0_mult0_in1;
reg signed[MODE0_MULT0_LENGTH-1:0] mode0_mult0_out;
reg signed[MODE1_MULT0_IN0-1:0]   mode1_mult0_in0;
reg signed[MODE1_MULT0_IN1-1:0]   mode1_mult0_in1;
reg signed[MODE1_MULT0_LENGTH-1:0] mode1_mult0_out;
reg xul_gt_xdl;
reg xur_gt_xdr;
reg signed[DATA_WIDTH:0] xul_xdl_sub;
reg signed[DATA_WIDTH:0] xdr_xur_sub;
reg signed[DATA_WIDTH:0] yu_sub_yd;
reg signed[DATA_WIDTH:0] xdl_sub_xul;
reg signed[DATA_WIDTH:0] xur_sub_xdr;
reg[AB_SQR_BITS-1:0] ab_sqr;
reg signed[AB_SQR_BITS-1:0] ab_sqr_ff;
reg signed[12:0]  d_sqr_first_term_ff;
reg [R_SQR_BITS-1:0] r_square;
reg [D_SQR_BITS-1:0] d_square;
reg [ABS_RESULT_BITS-1:0] abs_result;
reg signed[CROSS_ADD_BITS-1:0] cross_add;
reg [MODE0_DIV_IN0-1:0]   mode0_div0_in0;
reg [MODE0_DIV_IN1-1:0]   mode0_div0_in1;
reg [MODE0_DIV_LENGTH-1:0] mode0_div0_out;
wire read_done_f                = y_ptr == 3;
wire rendering_done_f           = y_ptr == yu & x_ptr == xur;
reg  right_bound_reach_d;
wire right_bound_reach_f        =  ~right_bound_reach_d && x_ptr == xr_ff;
always @(posedge clk or negedge rst_n)
begin
    if(~rst_n)
    begin
        right_bound_reach_d <= 0 ;
    end
    else
    begin
        right_bound_reach_d <= right_bound_reach_f;
    end
end
always @(posedge clk or negedge rst_n)
begin
    if(~rst_n)
    begin
        currentState <= IDLE;
    end
    else
    begin
        currentState <= nextState;
    end
end
always @(*)
begin: NXT_STATE
    nextState = currentState;
    case (currentState)
        IDLE:
        begin
            nextState            = in_valid ? RD_DATA : IDLE;
        end
        RD_DATA :
        begin
            if(read_done_f)
            begin
                case(mode_ff)
                    'd0:
                    begin
                        nextState = (mode_ff == 0) ? OUT_FIRST_POINT: currentState;
                    end
                    'd1:
                    begin
                        nextState = (mode_ff == 1) ? MODE1: currentState;
                    end
                    'd2:
                    begin
                        nextState = (mode_ff == 2) ? MODE2: currentState;
                    end
                endcase
            end
        end
        OUT_FIRST_POINT:
        begin
            nextState = MODE0;
        end
        MODE0:
        begin
            if(rendering_done_f)
            begin
                nextState = IDLE;
            end
        end
        MODE1:
        begin
            nextState            = IDLE;
        end
        MODE2:
        begin
            nextState            = IDLE;
        end
    endcase
end
wire read_data = state_RD_DATA || state_IDLE;
always @(posedge clk)
begin
    if(read_data)
    begin
        if(in_valid)
        begin
            mode_ff <= mode;
            x_ff[y_ptr] <= xi;
            y_ff[y_ptr] <= yi;
        end
    end
end
always @(*)
begin
    xul = x_ff[0];
    xur = x_ff[1];
    xdl = x_ff[2];
    xdr = x_ff[3];
    yu = y_ff[0];
    yd = y_ff[2];
    a1 = x_ff[0];
    a2 = y_ff[0];
    b1 = x_ff[1];
    b2 = y_ff[1];
    c1 = x_ff[2];
    c2 = y_ff[2];
    d1 = x_ff[3];
    d2 = y_ff[3];
    a1_m1 = x_ff[0];
    a2_m1 = y_ff[0];
    b1_m1 = x_ff[1];
    b2_m1 = y_ff[1];
    c1_m1 = x_ff[2];
    c2_m1 = y_ff[2];
    d1_m1 = x_ff[3];
    d2_m1 = y_ff[3];
end
always @(posedge clk or negedge rst_n)
begin
    if(~rst_n)
    begin
        x_ptr <= 0;
        y_ptr <= 0;
        xr_ff <= 0;
    end
    else if(state_RD_DATA || state_IDLE)
    begin
        if(read_done_f)
        begin
            y_ptr <= 0;
        end
        else if(in_valid)
        begin
            y_ptr <= y_ptr + 1;
        end
        case(y_ptr)
            'd2:
                ab_sqr_ff           <= mode0_mult0_out - mode1_mult0_out;
            'd3:
                d_sqr_first_term_ff <= mode0_mult0_out - mode1_mult0_out;
        endcase
    end
    else
    begin
        case({state_OUTPUT_FIRST_POINT,state_MODE0})
            2'b10:
            begin
                x_ptr <= xdl + 1;
                y_ptr <= yd;
                xr_ff <= xdr;
            end
            2'b01:
            begin
                x_ptr <= ~right_bound_reach_d & right_bound_reach_f ? xl        : x_ptr + 1;
                y_ptr <= rendering_done_f ? 0 : (right_bound_reach_f ? y_ptr + 1 : y_ptr);
                xr_ff <= right_bound_reach_d ? xr        : xr_ff;
            end
            default:
            begin
                x_ptr <= x_ptr;
                y_ptr <= y_ptr;
            end
        endcase
    end
end
always @(*)
begin
    d_square     = 0;
    r_square     = 0;
    mode1_result = 0;
    cross_add    = 0;
    abs_result   = 0;
    mode2_result = 0;
    xl           = 0;
    xr           = 0;
    mode0_div0_out = mode0_div0_in0 / mode0_div0_in1;
    mode0_div0_in0 = 0;
    mode0_div0_in1 = 1;
    mode0_mult0_out = mode0_mult0_in0 * mode0_mult0_in1;
    mode0_mult0_in0 = 0;
    mode0_mult0_in1 = 0;
    mode1_mult0_out = mode1_mult0_in0 * mode1_mult0_in1;
    mode1_mult0_in0 = 0;
    mode1_mult0_in1 = 0;
    xul_gt_xdl  = 0;
    xur_gt_xdr  = 0;
    yu_sub_yd   = 0;
    xul_xdl_sub = 0;
    xdr_xur_sub = 0;
    xdl_sub_xul    = 0;
    xur_sub_xdr    = 0;
    if(state_RD_DATA)
    begin
        case(y_ptr)
            'd2:
            begin
                mode0_mult0_in0 = a2_m1 - b2_m1;
                mode0_mult0_in1 = a2_m1 - b2_m1;
                mode1_mult0_in0 = a1_m1 - b1_m1;
                mode1_mult0_in1 = b1_m1 - a1_m1;
            end
            'd3:
            begin
                mode0_mult0_in0 = a2_m1 - b2_m1;
                mode0_mult0_in1 = c1_m1 - a1_m1;
                mode1_mult0_in0 = b1_m1 - a1_m1;
                mode1_mult0_in1 = a2_m1 - c2_m1;
            end
        endcase
    end
    else
    begin
        case({state_MODE0,state_MODE1,state_MODE2})
            3'b100:
            begin
                xul_gt_xdl  = (xul >= xdl);
                xur_gt_xdr  = (xur >= xdr);
                yu_sub_yd   = yu - yd;
                xul_xdl_sub = xul-xdl;
                xdr_xur_sub = xdr-xur;
                xdl_sub_xul    = xdl-xul;
                xur_sub_xdr    = xur-xdr;
                mode0_div0_in1 = yu_sub_yd;
                if(~right_bound_reach_d)
                begin
                    if(xul_gt_xdl == 1)
                    begin
                        mode0_mult0_in1 = xul_xdl_sub;
                        if(right_bound_reach_f)
                        begin
                            mode0_mult0_in0 = (y_ptr-yd)+1;
                            mode0_div0_in0 = $unsigned(mode0_mult0_out);
                            xl = xdl + $signed(mode0_div0_out);
                        end
                        else
                        begin
                            mode0_mult0_in0 = y_ptr-yd;
                            mode0_div0_in0 = $unsigned(mode0_mult0_out);
                            xl = xdl + $signed(mode0_div0_out);
                        end
                    end
                    else
                    begin
                        mode0_mult0_in1 = xdl_sub_xul;
                        if(right_bound_reach_f)
                        begin
                            mode0_mult0_in0 = (yu-y_ptr)-1 ;
                            mode0_div0_in0 = $unsigned(mode0_mult0_out);
                            xl = xul + $signed(mode0_div0_out);
                        end
                        else
                        begin
                            mode0_mult0_in0 = (yu-y_ptr);
                            mode0_div0_in0 = $unsigned(mode0_mult0_out);
                            xl = xul + $signed(mode0_div0_out);
                        end
                    end
                end
                else
                begin
                    if(xur_gt_xdr == 1)
                    begin
                        mode0_mult0_in1 = xur_sub_xdr;
                        if(right_bound_reach_f)
                        begin
                            mode0_mult0_in0 = (y_ptr-yd)+1;
                            mode0_div0_in0 = $unsigned(mode0_mult0_out);
                            xr = xdr + $signed(mode0_div0_out);
                        end
                        else
                        begin
                            mode0_mult0_in0 = (y_ptr-yd);
                            mode0_div0_in0 = $unsigned(mode0_mult0_out);
                            xr = xdr + $signed(mode0_div0_out);
                        end
                    end
                    else
                    begin
                        mode0_mult0_in1 = xdr_xur_sub;
                        if(right_bound_reach_f)
                        begin
                            mode0_mult0_in0 = (yu-y_ptr)-1;
                            mode0_div0_in0 = $unsigned(mode0_mult0_out);
                            xr = xur + $signed(mode0_div0_out);
                        end
                        else
                        begin
                            mode0_mult0_in0 = (yu-y_ptr);
                            mode0_div0_in0 = $unsigned(mode0_mult0_out);
                            xr = xur + $signed(mode0_div0_out);
                        end
                    end
                end
            end
            3'b010:
            begin
                mode0_mult0_in0 = d1_m1-c1_m1;
                mode0_mult0_in1 = d1_m1-c1_m1;
                mode1_mult0_in0 = c2_m1-d2_m1;
                mode1_mult0_in1 = d2_m1-c2_m1;
                d_square = (d_sqr_first_term_ff) * (d_sqr_first_term_ff);
                r_square = (mode0_mult0_out) - (mode1_mult0_out);
                ab_sqr = ab_sqr_ff;
                if (d_square > $unsigned(r_square) * $unsigned(ab_sqr))
                begin
                    mode1_result = 0;
                end
                else if(d_square < $unsigned(r_square) * $unsigned(ab_sqr))
                begin
                    mode1_result = 1;
                end
                else
                begin
                    mode1_result = 2;
                end
            end
            3'b001:
            begin
                mode0_mult0_in0 = c1-a1;
                mode0_mult0_in1 = d2-b2;
                mode1_mult0_in0 = c2-a2;
                mode1_mult0_in1 = b1-d1;
                cross_add =  (mode0_mult0_out) + (mode1_mult0_out);
                if( cross_add >= 0)
                begin
                    abs_result = cross_add;
                end
                else
                begin
                    abs_result = ~cross_add + 1;
                end
                mode2_result = abs_result/2;
            end
        endcase
    end
end
always @(posedge clk or negedge rst_n)
begin
    if(~rst_n)
    begin
        out_valid <= 0;
        xo        <= 0;
        yo        <= 0;
    end
    else if(state_IDLE || state_RD_DATA)
    begin
        out_valid <= 0;
        xo        <= 0;
        yo        <= 0;
    end
    else if(state_MODE0 || state_OUTPUT_FIRST_POINT)
    begin
        out_valid <= 1;
        case({state_OUTPUT_FIRST_POINT,state_MODE0})
            2'b10:
            begin
                xo <= xdl;
                yo <= yd;
            end
            2'b01:
            begin
                xo <= x_ptr;
                yo <= y_ptr;
            end
            default:
            begin
                xo <= xo;
                yo <= yo;
            end
        endcase
    end
    else if(state_MODE1 || state_MODE2)
    begin
        if(state_MODE1)
        begin
            out_valid <= 1;
            xo <= 0;
            yo <= mode1_result;
        end
        else
        begin
            out_valid <= 1;
            xo <= mode2_result[15:8];
            yo <= mode2_result[7:0];
        end
    end
    else
    begin
        out_valid <= 0;
        xo        <= 0;
        yo        <= 0;
    end
end
endmodule

===== design/flow/run.sh =====
#!/bin/bash
# OpenROAD 26Q1-2900-gdf79404cd8, Yosys 0.63+post, stock flow scripts
make -C /OpenROAD-flow-scripts/flow DESIGN_CONFIG=/design/flow/config.mk WORK_HOME=/design/flow/orfs finish

===== design/flow/config.mk =====
export PLATFORM = sky130hd
export DESIGN_NAME = CC
export DESIGN_NICKNAME = CC
export VERILOG_FILES = /design/flow/design.v
export SDC_FILE = /design/flow/constraint.sdc
export NUM_CORES = 4
export LEC_CHECK = 1
export CORE_UTILIZATION = 40

===== design/flow/constraint.sdc =====
current_design CC

set clk_period 59.5
set clk_io_pct 0.2

create_clock -name clk0 -period $clk_period [get_ports {clk}]

set non_clock_inputs [all_inputs -no_clocks]
set_input_delay [expr $clk_period * $clk_io_pct] -clock clk0 $non_clock_inputs
set_output_delay [expr $clk_period * $clk_io_pct] -clock clk0 [all_outputs]

==> impl_metrics.ini <==
; flow metrics
[status]
run_status = finished, final reports clean

[detailed_routing]
route.top_layer_used = met4
drt_pre_antenna_iters = 6
route.met3.wl_mm = 9.116
routed_wirelength_mm = 100.8
detail_route.drc_violations = 0
per_cell_routed_wire_length_um = 18.71
dr_total_vias = 28940
detail_route.iter0.violations = 1753
met1Wirelength_mm = 46.13
dr_wl_met2_mm = 42.68
detail_route.vias_per_cell = 5.371
ant_nets = 0

[die]
die_h_um = 302.2
floorplan.io_pins = 38
std_cell_rows = 109
design.die.area_um2 = 91330
initial_utilization = 0.4061
die-width_um = 302.2
fp.coreArea_um2 = 88780

[clocking]
clkLatencyLatePin_ns = 0.44
cts_resized = 0
clk_path_buf_depth = 2
clock_sink_count = 140
root_buffer = clkbuf_16
clock_tree_from_tritoncts = done
post_cts_buffers = 0
cts.htree.levels = 4
number_of_clock_buffers_inserted_by_tritoncts = 17
cts.hold.buffers_added = 0
clk_transition_reported_paths_ns = 0.06

[grt]
grt_pass1_vias = 29120
maximum_number_of_pins_on_one_net_before_global_route_repair = 70
wire_length_of_the_first_global_routing_pass_mm = 163.3
initial_antenna_violation_count = 2
grtUsageTotal = 0.2397
grt.overflow.total = 0

[finish]
drive_gt1_frac = 0.04431
final_core_util = 0.4317
syn2layout_area_growth_pct = 6.327

[timing]
setup_viol = 0
fin_crit_sh = 0.7548
grt_setup_unrepaired = false
fmax_mhz = 22.27
final-max-slew-violation-count = 0
maxSlewHeadroom = 0.3728
post-route-min-period_ns = 44.91
clock-skew-final_ns = 0.01288
final.setup.tns_ns = 0
hold_viol = 0
worstMarginPinSlew_ns = 0.9331

[run]
max_cap_violations = 0
warning_count = 94

[yosys]
postSynth.asyncResetShare = 0.3429
synth_chip_area_um2 = 36050
yosys-stat-cells = 4234
postSynthSeqShare = 0.1100
ys.flops = 140
yosysMostFrequentCell = inv_1
postSynthCellCount = 4234
synthesis.yosys.warnings = 1
post-synth-top-area-cell = fa_1
postSynth.topFlopCell = edfxtp_1
syn-mean-instance-area_um2 = 8.515
synth.area.top_cells = fa_1 (23%), ha_1 (17%), edfxtp_1 (7.7%), inv_1 (6.9%), xnor2_1 (4.8%)
netlist_top_cells_count = inv_1 (664), ha_1 (496), nand2_1 (424), fa_1 (414), a21oi_1 (240)
post_synth_num_cell_types = 108
synthesis.area_um2 = 36050
edf_count = 92
synthDominantCellAreaShare = 0.2299

[place]
portBuffers = 37
dp_hpwl_mm = 83.82
gp_routability_congestion = 1.009

[setup_path]
crit_path_max_fanout = 31
crit_arrival_ns = 45.26
slowest_stage_cell_cp = nor4b_4
class_of_the_most_critical_setup_path = flip-flop to flip-flop
critical_path_required_ns = 59.85
crit_path_frequent_cell = o21a_1
critical_path.startpoint_type = flip-flop
critPathCaptureType = flip-flop
cp_slowest_stage_delay_ns = 0.67

[min_path]
min-delay-path-class = flip-flop to flip-flop
## metrics by stage
step                cells  setup WS, ns  cell area, um^2  hold WS [ns]
CTS                  5385         14.90            38330        0.5277
global placement     5353         15.95            37730        0.5120
floorplan            4234         20.63            36050        0.4662
global route         5385         10.86            38330        0.5606
finish               5387         14.59            38330        0.5388
detailed placement   5353         15.10            37730        0.4997
## area by class of cell
| cell class | count | area [um^2] |
|---|---|---|
| inverters | 669 | 2514 |
| flip-flops and latches | 140 | 3966 |
| multi-input cells | 3284 | 28990 |
| clock inverters | 12 | 136.4 |
| well taps | 1165 | 1458 |
| clock buffers | 20 | 457.9 |
| diodes | 2 | 5.005 |
| repair buffers | 95 | 800.8 |
| fillers | 8659 | 50450 |
## routing by layer
metal  vias to the layer above  GRT usage
li1                      14090          -
met1                     13840     0.3617
met2                       898     0.3495
met3                       101    0.07279
met4                         0    0.05183
met5                         -          0
## sequential cells by signal, summed over array words and instances (netlist names)
signal,cells
x_ptr,8
y_ff,32
xo,8
out_valid,1
ab_sqr_ff,13
x_ff,32
y_ptr,8
mode_ff,2
xr_ff,8
yo,8
d_sqr_first_term_ff,13
currentState,6
right_bound_reach_d,1
## cells in the final DEF, fill, tap and decap left out, types with 21 or more instances in the layout
cell / netlist / routed
a21o_1: 88 / 88
a21oi_1: 240 / 240
a31oi_1: 33 / 33
and2_1: 139 / 139
and3_1: 21 / 21
buf_4: 2 / 58
clkdlybuf4s50_1: 0 / 36
dfrtp_1: 47 / 46
edfxtp_1: 92 / 92
fa_1: 414 / 414
ha_1: 496 / 495
inv_1: 664 / 664
mux2_2: 30 / 30
mux2i_1: 23 / 23
nand2_1: 424 / 424
nand2b_1: 59 / 59
nand3_1: 52 / 52
nand4_1: 33 / 33
nor2_1: 203 / 203
nor2b_1: 56 / 56
nor3_1: 83 / 83
o211ai_1: 37 / 37
o21a_1: 60 / 60
o21ai_0: 187 / 187
o21bai_1: 47 / 47
o22ai_1: 23 / 23
o31ai_1: 25 / 25
xnor2_1: 197 / 197
xor2_1: 79 / 79
## worst max-delay path, delay by kind of cell, from the launching register on
kind,cells,cell delay [ns]
simple gates,45,11.05
fa+ha+maj,23,7.84
xor+xnor,4,0.93
compound gates,104,21.70
buf+inv,10,1.14
flops,1,0.57
mux,4,1.47
## worst paths after layout
| check | startpoint | to | slack, ns | cells after the start |
|---|---|---|---|---|
| setup / recovery | x_ptr[0] | x_ptr[7] | 14.59 | 190 |
| hold / removal | xr_ff[0] | xr_ff[0] | 0.54 | 1 |
| setup reg to reg | x_ptr[0] | x_ptr[7] | 14.59 | 190 |
| hold reg to reg | xr_ff[0] | xr_ff[0] | 0.54 | 1 |
| max in group asynchronous | rst_n | currentState[3] | 47.18 | 2 |
| min in group asynchronous | rst_n | xr_ff[1] | 11.36 | 1 |
## cells by family after synthesis
family	after synthesis	share of synthesized area
simple gates	1141	0.1537
fa+ha+maj	911	0.4023
compound gates	893	0.1611
buf+inv	810	0.08600
xor+xnor	276	0.06705
flops	140	0.1100
mux	62	0.01971
other cells	1	0.0001040
