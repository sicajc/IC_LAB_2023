$ cat /design/flow/run.sh
#!/bin/bash
# OpenROAD 26Q1-2900-gdf79404cd8, Yosys 0.63+post, stock flow scripts
make -C /OpenROAD-flow-scripts/flow DESIGN_CONFIG=/design/flow/config.mk WORK_HOME=/design/flow/orfs finish
$ cat /design/flow/config.mk
export PLATFORM = sky130hd
export DESIGN_NAME = Train
export DESIGN_NICKNAME = Train
export VERILOG_FILES = /design/flow/design.v
export SDC_FILE = /design/flow/constraint.sdc
export NUM_CORES = 4
export LEC_CHECK = 1
export CORE_UTILIZATION = 50
$ cat /design/flow/constraint.sdc
current_design Train

set clk_period 4.5
set clk_io_pct 0.2

create_clock -name clk0 -period $clk_period [get_ports {clk}]

set non_clock_inputs [all_inputs -no_clocks]
set_input_delay [expr $clk_period * $clk_io_pct] -clock clk0 $non_clock_inputs
set_output_delay [expr $clk_period * $clk_io_pct] -clock clk0 [all_outputs]
$ cat /design/flow/design.v
package usertype;
typedef enum logic  [3:0] { No_action  = 4'd0 ,
                            Seed       = 4'd1 ,
							Water      = 4'd3 ,
						    Reap       = 4'd2 ,
							Steal      = 4'd4 ,
							Check_dep  = 4'd8
							}  Action ;
typedef enum logic  [3:0] { No_Err       = 4'd0 ,
                            Is_Empty     = 4'd1 ,
							Not_Empty    = 4'd2 ,
							Has_Grown    = 4'd3 ,
						    Not_Grown    = 4'd4
							}  Error_Msg ;
typedef enum logic  [3:0] { No_cat		 = 4'd0 ,
							Potato	     = 4'd1 ,
                            Corn	     = 4'd2 ,
							Tomato       = 4'd4 ,
						    Wheat        = 4'd8
							}  Crop_cat ;
typedef enum logic  [3:0] { No_sta       = 4'd1 ,
							Zer_sta      = 4'd2 ,
							Fst_sta	     = 4'd4 ,
                            Snd_sta	     = 4'd8
							}  Crop_sta ;
typedef logic [7:0]  Land;
typedef logic [15:0] Water_amnt;
typedef struct packed {
	Land  land_id, land_status;
	Water_amnt water_amnt;
} Land_Info;
typedef union packed{
    Action       [3:0] d_act;
	Land         [1:0] d_id;
	Crop_cat     [3:0] d_cat;
	Water_amnt         d_amnt;
} DATA;
parameter MODE_READ  = 1'b1 ;
parameter MODE_WRITE = 1'b0 ;
typedef enum logic  [2:0] { S_GET_DEPOSIT = 3'd0,
							S_IDLE		= 3'd1,
							S_SAVE_LAND	= 3'd2,
							S_GET_LAND	= 3'd3,
							S_EXE1		= 3'd4,
							S_EXE2		= 3'd5,
							S_OUTPUT	= 3'd6
							}  Farm_sta ;
endpackage
import usertype::*;  
module Train(
    clk,
    rst_n,
	in_valid,
	data,
    out_valid,
	result
);
input        clk;
input 	     in_valid;
input        rst_n;
input  [3:0] data;
output   reg out_valid;
output   reg result;
localparam IDLE = 6'd0;
localparam RD_DATA = 6'd1;
localparam INSERT_TRAIN = 6'd2;
localparam COMPARE      = 6'd3;
localparam LOAD_NEW_CURRENT = 6'd4;
reg[4:0] cur_state,next_state;
wire ST_IDLE =  cur_state == IDLE;
wire ST_RD_DATA =  cur_state == RD_DATA;
wire ST_INSERT_TRAIN =  cur_state == INSERT_TRAIN;
wire ST_COMPARE =  cur_state == COMPARE;
wire ST_LOAD_NEW_CURRENT = cur_state == LOAD_NEW_CURRENT;
reg[4:0] cnt;
reg[4:0] number_of_carriages_ff;
reg[4:0] order_ptr;
reg[4:0] in_train_cnt;
reg[4:0] desired_order_rf[0:10];
reg[4:0] stack[0:10];
reg[4:0] stack_ptr;
reg[4:0] current_target_ff;
reg result_ff;
integer i;
wire rd_done_f         = cnt == (number_of_carriages_ff -1)  && ST_RD_DATA;
wire completed_order_f = order_ptr == number_of_carriages_ff-1 && ST_COMPARE;
wire train_inserted_f  = in_train_cnt > current_target_ff  && (ST_INSERT_TRAIN || ST_LOAD_NEW_CURRENT);
wire[4:0] stack_top = (stack_ptr == 0) ? stack[0] : stack[stack_ptr-1];
wire wrong_top_value_f = current_target_ff != stack_top  && ST_COMPARE;
always@(posedge clk or negedge rst_n)
begin
    if(~rst_n)
    begin
        cur_state <= IDLE;
    end
    else
    begin
        case(cur_state)
        IDLE:              cur_state <= in_valid ? RD_DATA : IDLE;
        RD_DATA:           cur_state <= rd_done_f ? INSERT_TRAIN : RD_DATA;
        INSERT_TRAIN:      cur_state <= completed_order_f ? IDLE : (train_inserted_f ? COMPARE:INSERT_TRAIN);
        COMPARE:           cur_state <= completed_order_f ? IDLE : (wrong_top_value_f ? IDLE : LOAD_NEW_CURRENT);
        LOAD_NEW_CURRENT:  cur_state <= train_inserted_f ?  COMPARE : INSERT_TRAIN;
        endcase
    end
end
always@(posedge clk or negedge rst_n)
begin
    if(~rst_n)
    begin
        order_ptr <= 0;
        stack_ptr <= 0;
        in_train_cnt <= 0;
        cnt <= 0;
        current_target_ff <= 0;
        number_of_carriages_ff <= 0;
        out_valid <= 0;
        result <= 0;
        for(i=0;i<11;i=i+1)
        begin
            stack[i] <= 0;
            desired_order_rf[i] <= 0;
        end
    end
    else
    begin
        case(cur_state)
        IDLE:
            begin
                if(in_valid)
                    number_of_carriages_ff <= data;
                else
                    number_of_carriages_ff <= 0;
                order_ptr <= 0;
                stack_ptr <= 0;
                in_train_cnt <= 1;
                cnt <= 0;
                current_target_ff <= 0;
                out_valid <= 0;
                result <= 0;
                for(i=0;i<11;i=i+1)
                begin
                    stack[i] <= 0;
                    desired_order_rf[i] <= 0;
                end
            end
        RD_DATA:
        begin
            desired_order_rf[cnt] <= data;
            cnt <= cnt + 1;
            current_target_ff <= desired_order_rf[0];
        end
        INSERT_TRAIN:
        begin
            if(~train_inserted_f)
            begin
                stack[stack_ptr] <= in_train_cnt;
                stack_ptr <= stack_ptr + 1;
            end
            if(train_inserted_f)
                in_train_cnt <= current_target_ff+1;
            else
                in_train_cnt <= in_train_cnt + 1;
        end
        COMPARE:
        begin
            order_ptr         <= order_ptr + 1;
            if(~(stack_ptr == 0))
                stack_ptr         <= stack_ptr - 1;
            current_target_ff <= desired_order_rf[order_ptr+1];
            if(completed_order_f)
            begin
                out_valid <= 1;
                result    <= 1;
            end
            else if(wrong_top_value_f)
            begin
                out_valid <= 1;
                result    <= 0;
            end
            else
            begin
                out_valid <= 0;
                result    <= 0;
            end
        end
        LOAD_NEW_CURRENT:
        begin
        end
        endcase
    end
end
endmodule
==> changes_impl.md <==
### Physical design

* Most area-consuming cells after synthesis: dfrtp_1, nand2_1, o21ai_0, mux2i_1, ha_1
* Post-CTS setup buffers at 0
* DRT Pass-1 Iters at 5
* Post-CTS sizing at 0
* Setup CP Type: reg -> reg
* Status: complete, no violations
* Fin Setup TNS at 0 ns
* ANT cells at 0
* Unique cell types at 58
* Total gr overflow at 0
* Initial antenna violation count at 0
* Largest net degree at the start of global routing at 52
* Combinational share of power at 0.402
* Synth Seq Share at 0.427
* GP Congestion at 0.950
* Vias in the first global route at 6406
* # Cells Yosys at 906
* Area leader share at 0.424
* Layout cell share with drive strength beyond 1 at 0.0735
* DRC Markers at 0
* Row count at 45
* Critical path data required time at 4.80 ns
* CTS tree: yes
* Post-route minimum period at 3.50 ns
* Pre-CTS WS at 1.10 ns
* Startpoint class of the critical path: flop
* CP cell instances: inv_1, ha_1, buf_4, a222oi_1, o21ai_0, o211ai_1, nand4_1, xnor2_1, a31oi_1, or4_4, o22a_1
* CTS Hold Bufs at 0
* Die area at 16200 sq um
* Count of pins over their slew limit at 0
* Clk sinks at 134
* DRT Wirelength at 21800 um
* CP max-delay cell: or4_4
* First-pass GRT wire length at 35500 um
* Drt initial violations at 636
* Die Wd at 127 um
* Max transition margin at 0.420
* DR vias at 6775
* Leakage power at 4.00 nW
* RSZ-0062 raised after global routing: false
* DP Area at 8060 sq um
* Root Driver: clkbuf_16
* FP Util at 0.515
* Final worst clock skew at 0.00518 ns
* Endpoints failing hold at 0
* Cts bufs inserted at 17
* CP max stage delay at 0.59 ns
* DRT antenna net count at 0
* WP buf/inv at 2
* All-Layer GR Usage at 0.294
* Clock slew at the register clock pins of the worst setup and hold paths at 0.06 ns
* Area leader, netlist: dfrtp_1
* Final instance area at 8670 sq um
* Int Pwr at 3.24 mW
* Mapped Area at 7850 sq um
* Core area at 15300 sq um
* Switch share at 0.432
* Post-Syn Instances at 906
* Top delay family on crit path: AND-OR/OR-AND gates
* Cycle use final at 0.778
* Total I/O pin count at 9
* Final setup margin at 1.00 ns
* P&R area growth vs syn at 10.4%
* R2r setup slk at 1.0 ns
* Top FF cell, synth: dfrtp_1
* Peak VDD IR at 0.462 mV
* Syn Area/Cell at 8.67 sq um
* Deepest clock path buffer count at 2
* Count of library flops with an enable pin at 0
* Clk pwr share at 0.251
* Async SR Flop Fraction at 1.00
* Die height at 127 um
* Hold Path Class: in -> async
* Power Dens Cells at 658 nW/um^2
* Tool warnings at 41
* CP endpoint kind: flop
* Vias per cell at 6.11
* Finish-stage setup viols at 0
* Achievable frequency at 286 MHz
* Clock Latency Late Sink at 0.41 ns
* WL/cell at 19.6 um
* Most common library cells after synthesis: nand2_1, dfrtp_1, o21ai_0, nand3_1, clkbuf_1
* Worst Max-Slew Pin Slew at 0.869 ns
* Synth flops at 134
* Sequential power share at 0.347
* Yosys chip area at 7850 sq um
* Max_cap viols at 0
* DP Wirelength at 14600 um
* Htree depth at 4
* Top-count cell post-synth: nand2_1
* Critical path peak fanout at 26
* Arrival time at the worst endpoint at 3.80 ns
* YS warnings at 3
* Switching power at 2.46 mW
* PortBufs at 8
-- logic make-up (layout without fill, tap and decap cells) --
| logic type | Yosys count | in the layout | share of synthesized area |
|---|---|---|---|
| fa+ha+maj | 26 | 26 | 0.0414 |
| flops | 134 | 134 | 0.427 |
| mux | 54 | 54 | 0.0696 |
| buf+inv | 91 | 83 | 0.0459 |
| compound gates | 253 | 253 | 0.208 |
| simple gates | 331 | 331 | 0.189 |
| xor+xnor | 17 | 17 | 0.0190 |
-- area by class of cell --
type,instances,area (sq um)
inverter,28,105
clock inverter,14,165
clock buffer,18,439
multi-input combinational,681,4150
sequential,134,3350
fill,1303,6590
timing repair buffer,23,194
tap,211,264
-- layer usage --
layer	global-route usage	up-vias	share of wire
li1	-	3217	-
met1	0.438	3280	0.44
met2	0.472	248	0.48
met3	0.0474	30	0.060
met4	0.0665	0	0.025
met5	0	-	0
-- layout by cell type, fill, tap and decap left out, types with 7 or more instances in the layout --
master,n
xnor2_1,10
a222oi_1,11
dfrtp_1,133
ha_1,26
xor2_1,7
nor3_1,18
a221oi_1,10
a31oi_1,9
o211a_1,11
a22oi_1,17
inv_1,27
buf_4,15
and2_1,12
nor2b_1,7
a21oi_1,34
clkdlybuf4s50_1,7
nor2_1,26
mux2i_1,49
nand2_1,175
nand3_1,65
a211oi_1,7
clkbuf_16,17
o21ai_0,106
-- per-stage QoR --
step	power, mW	instances	utilization	hold slack, ns
6_report	5.70	1109	0.568	0.424
5_1_grt	6.09	1109	0.568	0.454
4_1_cts	5.69	1109	0.568	0.439
3_5_place_dp	4.25	1077	0.528	0.467
3_3_place_gp	4.22	1077	0.528	0.464
2_1_floorplan	3.59	906	-	0.423
-- flip-flops by register name, indices dropped and copies added (netlist names) --
| name | flops |
|---|---|
| stack | 55 |
| desired_order_rf | 44 |
| cnt | 5 |
| cur_state | 5 |
| in_train_cnt | 5 |
| order_ptr | 5 |
| stack_ptr | 5 |
| current_target_ff | 4 |
| number_of_carriages_ff | 4 |
| out_valid | 1 |
| result | 1 |
-- worst paths after layout --
path,depth (start not counted),endpoint,from
max,11,out_valid$_DFFE_PN0P_,stack_ptr[0]$_DFFE_PN0P_
min,1,stack_ptr[4]$_DFFE_PN0P_,rst_n
max reg2reg,11,out_valid$_DFFE_PN0P_,stack_ptr[0]$_DFFE_PN0P_
min reg2reg,2,result$_DFFE_PN0P_,result$_DFFE_PN0P_
max in group asynchronous,2,desired_order_rf[2][2]$_DFFE_PN0P_,rst_n
min in group clk0,2,result$_DFFE_PN0P_,result$_DFFE_PN0P_
-- power by group through the flow --
| stage | registers, mW | clock network [mW] | logic, mW |
|---|---|---|---|
| 4_1_cts | 1.97 | 1.45 | 2.28 |
| 5_1_grt | 2.03 | 1.51 | 2.55 |
| 6_report | 1.98 | 1.43 | 2.29 |
Power and IR drop assume default switching activity.
